### /design/flow/run.sh
#!/bin/bash
# OpenROAD 26Q1-2900-gdf79404cd8, Yosys 0.63+post, stock flow scripts
make -C /OpenROAD-flow-scripts/flow DESIGN_CONFIG=/design/flow/config.mk WORK_HOME=/design/flow/orfs finish
### /design/flow/config.mk
export PLATFORM = sky130hd
export DESIGN_NAME = ALU
export DESIGN_NICKNAME = ALU
export VERILOG_FILES = /design/flow/design.v
export SDC_FILE = /design/flow/constraint.sdc
export NUM_CORES = 4
export LEC_CHECK = 1
export CORE_UTILIZATION = 30
### /design/flow/constraint.sdc
current_design ALU

set clk_period 14.9
set clk_io_pct 0.2

create_clock -name clk0 -period $clk_period

set non_clock_inputs [all_inputs -no_clocks]
set_input_delay [expr $clk_period * $clk_io_pct] -clock clk0 $non_clock_inputs
set_output_delay [expr $clk_period * $clk_io_pct] -clock clk0 [all_outputs]
### /design/flow/design.v
module ALU
(
    data1_i,
    data2_i,
    ALUCtrl_i,
    data_o,
    Zero_o
);
input   [31:0]      data1_i;
input   [31:0]      data2_i;
input   [3:0]       ALUCtrl_i;
output  [31:0]      data_o;
output              Zero_o;
reg     [31:0]      data_o;
reg                 Zero_o;
always@(data1_i or data2_i or ALUCtrl_i)
begin
    case (ALUCtrl_i)
        4'b0000: data_o = data1_i & data2_i;
        4'b0001: data_o = data1_i ^ data2_i;
        4'b0010: data_o = data1_i << data2_i;
        4'b0011: data_o = data1_i + data2_i;
        4'b0100: data_o = data1_i - data2_i;
        4'b0101: data_o = data1_i * data2_i;
        4'b0110: data_o = data1_i + data2_i;
        4'b0111: data_o = data1_i >>> data2_i;
        4'b1010: data_o = data1_i | data2_i;
        4'b1000: data_o = data1_i + data2_i;
        4'b1001: data_o = 32'b0;
        4'b1011: data_o = 32'b0;
    endcase
    if (data_o == 32'b0)
        Zero_o = 1'b1;
    else
        Zero_o = 1'b0;
end
endmodule
==> impl_metrics.env <==
# source this file to load flow results
export IMPL_status="complete, no violations"
export IMPL_cap_violations=0
export IMPL_adder_share_pct=45.60
export IMPL_initial_utilization_pct=30.30
export IMPL_logic_family="adder cells"
export IMPL_first_global_vias=23450
export IMPL_critPathKind="primary input to output port"
export IMPL_ys_cells=2956
export IMPL_aoi_share_pct=12.65
export IMPL_fillCellCount=8233
export IMPL_path_common_cell="fa_1"
export IMPL_fin_setup_tns_ns=0
export IMPL_async_flop_share_pct=0
export IMPL_ioPinCount=101
export IMPL_io_buffers=101
export IMPL_synth_distinct_cells=95
export IMPL_unclocked_regs=32
export IMPL_rsz0062_at_grt="false"
export IMPL_wl_per_cell_um=27.60
export IMPL_yosys_warnings=1
export IMPL_synthCells=2956
export IMPL_largest_register_ffs=32
export IMPL_edf_count=0
export IMPL_largest_area_cell="fa_1"
export IMPL_hpwl_um=91930
export IMPL_drive_gt1_share_pct=10.41
export IMPL_ys_top_cells_by_area="fa_1, ha_1, inv_1, nor2_1, nand2_1"
export IMPL_fmax_ghz=0.06831
export IMPL_finalHoldViolCount=0
export IMPL_avgSynthCellArea_um2=8.097
export IMPL_rows=103
export IMPL_cts_hold_buf=0
export IMPL_grt_first_pass_wirelength_um=166000
export IMPL_synth_chip_area_um2=23940
export IMPL_place_gp_congestion=1.094
export IMPL_dr_pass1_iters=6
export IMPL_area_growth_syn_to_layout_pct=13.55
export IMPL_core_area_um2=79000
export IMPL_maxSlewHeadroom_pct=28.52
export IMPL_setup_viol=0
export IMPL_critPathSlowestCell="fa_1"
export IMPL_tightest_slew_ns=1.061
export IMPL_startpoint="data1_i[13]"
export IMPL_top_cell_area_share_pct=34.21
export IMPL_vias_per_cell=5.529
export IMPL_dieArea_um2=80920
export IMPL_untimed_endpoints=64
export IMPL_worstPathMaxFanout=6
export IMPL_syn_area_um2=23940
export IMPL_die_size_y_um=284.5
export IMPL_final_max_slew_viol_count=0
export IMPL_post_route_min_period_ns=14.64
export IMPL_simple_gate_share_pct=17.15
export IMPL_critPathMaxStageDelay_ns=0.58
export IMPL_mux_area_share_pct=7.350
export IMPL_crit_end="Zero_o"
export IMPL_flop_cell="dlxtn_1"
export IMPL_ys_flops=32
export IMPL_drc_errors=0
export IMPL_fin_crit_sh_pct=98.25
export IMPL_warnings=64
export IMPL_gr_total_overflow=0
export IMPL_worstPathRequired_ns=11.92
export IMPL_worstHoldPathType="primary input to output port"
export IMPL_worstHoldStart="data2_i[29]"
export IMPL_drt_iter0_drc=2006
export IMPL_drt_total_wl_um=113700
export IMPL_num_vias=22770
export IMPL_xor_area_share_pct=4.501
export IMPL_antenna_found_initial=4
export IMPL_crit_path_start_kind="primary input"
export IMPL_final_antenna_net_count=0
export IMPL_grt_max_degree=61
export IMPL_end_kind="output port"
export IMPL_globalRouteTotalUtil_pct=29.75
export IMPL_arrival_ns=11.66
export IMPL_die_w_um=284.5
-- synth_stat cells, types with 9 or more instances --
library cell,n
dlxtn_1,32
nand3_1,28
nand2_1,349
and2_1,14
o21a_1,17
xnor2_1,100
a221oi_1,11
nor4_1,10
nor2b_1,17
or4_1,9
mux2i_1,43
nand4_1,13
buf_2,20
xor2_1,23
a211oi_1,21
nand2b_1,13
mux2_2,19
a21o_1,18
inv_1,447
or3_1,12
mux4_2,46
clkbuf_1,130
o31ai_1,13
o221ai_1,17
fa_1,409
ha_1,218
a31oi_1,20
nor2_1,416
buf_1,31
o211ai_1,14
clkinv_1,16
o22ai_1,22
o21ai_0,95
nor3_1,23
a22oi_1,10
a21oi_1,95
o21ai_1,9
-- how the worst min path moves through the flow --
stage	depth (start not counted)	endpoint	slack, ns
6_report	6	Zero_o	7.43
4_1_cts	6	Zero_o	7.44
5_1_grt	6	Zero_o	7.49
-- area by class of cell --
cell class,count,area [um^2],share of cell area (%)
Tap cell,1050,1314,4.834
Inverter,467,1775,6.532
Antenna cell,4,10.01,0.03683
Multi-Input combinational cell,2267,20960,77.13
Sequential cell,32,480.5,1.768
Timing Repair Buffer,298,2638,9.704
-- cell families after synthesis --
logic type | count (synthesis)
buffers and inverters | 657
adder cells (fa/ha/maj) | 627
multiplexers | 111
XOR/XNOR | 123
latches | 32
AND-OR/OR-AND | 451
AND/OR/NAND/NOR | 955
-- critical path: cells and delay by family --
kind | cells | cell delay [ns]
compound gates | 5 | 1.24
simple gates | 7 | 1.34
fa+ha+maj | 9 | 4.26
buf+inv | 8 | 1.82
-- repair_timing --
action / in CTS / in global routing
endpoints found under the setup margin: 1 / 1
setup buffers: 0 / 3
pin swaps: 0 / 1
gates resized: 1 / 26
-- cells in the final DEF (no fill, tap or decap), types with 8 or more instances in the layout --
cell type	count
nand4_1	13
o211ai_1	14
nor3_1	21
dlxtn_1	32
inv_1	443
nand2_1	349
nor2b_1	17
a221oi_1	9
mux2_2	19
o21bai_1	8
mux2i_1	43
buf_12	11
a211oi_1	21
a31oi_1	19
a22oi_1	10
xnor2_1	99
o22ai_1	22
o21ai_0	93
clkdlybuf4s50_1	90
nor4_1	10
ha_1	217
o221ai_1	17
a21oi_1	92
xor2_1	23
nand3_1	28
buf_4	188
o21a_1	17
o21ai_1	11
clkinv_1	12
nor2_1	415
and2_1	14
a21o_1	18
or3_1	12
dlymetal6s2s_1	8
or4_1	9
mux4_2	46
nand2b_1	13
fa_1	409
o31ai_1	12
or2_2	8
-- layer usage --
layer	GRT usage, %	vias up	part of all wire [%]
li1	-	9829	-
met1	39.87	11160	39
met2	40.39	1447	40
met3	14.09	328	14
met4	15.48	7	7.2
met5	0	-	0.070
-- per-stage QoR --
| step | instance area (um^2) | util, % | hold WS, ns | instances | setup WS [ns] |
|---|---|---|---|---|---|
| 6_report | 27180 | 34.41 | 7.427 | 4118 | 0.2608 |
| 5_1_grt | 27170 | 34.39 | 7.487 | 4114 | 0.004349 |
| 4_1_cts | 27050 | 34.24 | 7.435 | 4111 | 0.05462 |
| 2_1_floorplan | 23940 | - | 6.273 | 2956 | 0.9700 |
| 3_5_place_dp | 27050 | 34.24 | 7.426 | 4111 | 0.03773 |
| 3_3_place_gp | 27050 | 34.24 | 7.430 | 4111 | 0.09270 |
